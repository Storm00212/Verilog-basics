<file path="flow/config.mk">
export PLATFORM = sky130hd
export DESIGN_NAME = adder_instantiation
export DESIGN_NICKNAME = adder_instantiation
export VERILOG_FILES = /design/flow/design.v
export SDC_FILE = /design/flow/constraint.sdc
export NUM_CORES = 4
export LEC_CHECK = 1
export CORE_AREA = 10 10 70 70
export DIE_AREA = 0 0 80 80
</file>
<file path="flow/constraint.sdc">
current_design adder_instantiation

set clk_period 7.9
set clk_io_pct 0.2

create_clock -name clk0 -period $clk_period

set non_clock_inputs [all_inputs -no_clocks]
set_input_delay [expr $clk_period * $clk_io_pct] -clock clk0 $non_clock_inputs
set_output_delay [expr $clk_period * $clk_io_pct] -clock clk0 [all_outputs]
</file>
<file path="flow/design.v">
module parametric_adder #(parameter WIDTH = 8) (
    input [WIDTH-1:0] a,
    input [WIDTH-1:0] b,
    output [WIDTH-1:0] sum
);
    assign sum = a + b;
endmodule
module adder_instantiation (
    input [15:0] in1,
    input [15:0] in2,
    output [15:0] out
);
    parametric_adder #(.WIDTH(16)) my_adder (
        .a(in1),
        .b(in2),
        .sum(out)
    );
endmodule
</file>
<file path="flow/run.sh">
#!/bin/bash
# OpenROAD 26Q1-2900-gdf79404cd8, Yosys 0.63+post, stock flow scripts
make -C /OpenROAD-flow-scripts/flow DESIGN_CONFIG=/design/flow/config.mk WORK_HOME=/design/flow/orfs finish
</file>
==> results_slide.txt <==
Implementation Results

Hold path
  – Hold Path Class: input pin to output port

Timing
  – Maximum operating frequency: 171.2 MHz
  – Part of the cycle the worst path needs: 0.7393
  – Aggregate negative setup slack: 0 ps
  – Worst Setup Slack, final: 2059 ps
  – Unrepaired setup endpoints after global routing: no
  – Final Slew Violations: 0
  – Tightest slew margin relative to the limit: 0.7744
  – Setup-failing EPs final: 0
  – Slew at the pin with the worst max-slew slack: 338.4 ps
  – Tmin final: 5841 ps
  – Number of endpoints with negative hold slack in the final report: 0

Power
  – Cell Int Power: 68.76 µW
  – Share of power burned in the clock network: 0
  – Switching power: 40.36 µW
  – Power density over cell area: 85.25 mW/mm²
  – Combinational Power Share: 1.000
  – Overall Power: 109.1 µW
  – Share of total power in sequential cells: 0
  – VDD IR max: 0.03300 mV
  – Static power due to leakage: 0.5074 nW
  – Switching part of the total: 0.3699

Global route
  – Pin count of the biggest net entering global routing: 8
  – Antenna violations before repair: 0
  – Global-route wire length before repair: 4071 µm
  – Via count of the first global-routing pass: 924
  – GR Overflow Total: 0
  – Global-route total usage across every layer: 0.07301

Drt
  – Vias per std cell: 4.582
  – WL per Instance: 12.50 µm
  – Count of routing violations after the opening detailed-route iteration: 27
  – Number of vias in the routed layout: 889
  – Remaining antenna violation count after routing: 0
  – Detailed-router iteration count before antenna repair: 3
  – Antenna diodes: 0
  – Routed Wire Length: 2425 µm
  – DRC viols: 0

Placed design
  – Post-placement cell count: 194
  – Half-perimeter wire length after detailed placement: 2212 µm
  – Placer Congestion: 0.8319
  – Worst setup slack before clock tree synthesis: 2076 ps
  – Number of buffers added on ports: 48

Status
  – Run status: completed

Setup path
  – Highest net fanout along the worst path: 3
  – Start-to-end type of the worst setup path: input pin to output port
  – Worst Path Required: 6320 ps
  – Crit end category: output port
  – Worst Path Arrival: 4260 ps
  – Critical Path Source Type: input pin

Cells and area
  – Growth of design area from synthesis to finish: 71.64%
  – FF+latch area: 0 µm²
  – Number of sequential cells in the layout: 0
  – Total of clock buffers placed in the layout: 0
  – Count of placed standard cells in the final layout, fillers left out: 194
  – Share of final-layout standard cells stronger than drive strength 1: 0.03378
  – Most frequent cells in the layout: clkdlybuf4s50_1 (48), a21oi_1 (17), ha_1 (15)
  – Commonest non-fill, non-tap cell in the layout: clkdlybuf4s50_1

Clocking
  – Cell resize tally after clock tree synthesis: 0
  – Post-CTS setup-driven buffer insertion count: 0
  – CTS Hold Bufs: 0

Floorplan
  – Site row count: 21
  – Chip footprint: 0.006400 mm²
  – Die width: 80 µm
  – Top-level port count: 48
  – Die extent in y: 80 µm
  – Core Region: 0.003416 mm²
  – Starting density of the core: 0.2183

Yosys
  – Ys Warns: 0
  – Average cell area after synthesis: 7.383 µm²
  – Cell variety after synth: 30
  – Yosys synthesis chip area: 745.7 µm²
  – Cells after synthesis: 101
  – Number of standard cells reported by yosys: 101
  – Fraction of the yosys area taken by sequential cells: 0
  – Area of the mapped netlist: 745.7 µm²

Run
  – Number of max-cap violations: 0
  – Tally of OpenROAD warnings: 32
cells by family (layout without fill, tap and decap cells):
family / Yosys count / count (layout) / share of synthesized area
compound gates: 40 / 40 / 0.3624
buf+inv: 5 / 52 / 0.02516
fa+ha+maj: 16 / 16 / 0.2785
xor+xnor: 15 / 15 / 0.1762
mux: 1 / 1 / 0.01342
simple gates: 24 / 24 / 0.1443
per-layer routing:
metal | GRT usage | routed length (µm)
met5 | 0 | 0
met4 | 0 | 0
met3 | 0.01818 | 198
met2 | 0.1148 | 1044
met1 | 0.1037 | 1181
power groups by stage:
stage         logic (mW)  clock network [mW]  registers, mW
CTS                0.111                   0              0
global route       0.122                   0              0
finish             0.109                   0              0
stage by stage:
| step | hold WS [ps] | cell area, µm² | utilization |
|---|---|---|---|
| floorplan | 3232 | 745.7 | - |
| global placement | 4200 | 1280 | 0.3747 |
| detailed placement | 4195 | 1280 | 0.3747 |
| CTS | 4204 | 1280 | 0.3747 |
| global route | 4240 | 1280 | 0.3747 |
| finish | 4190 | 1280 | 0.3747 |
worst max-delay path, stage by stage:
cell             delay [ps]
clkdlybuf4s50_1         400
ha_1                    220
fa_1                    420
a21o_4                  240
a311oi_2                370
nor3_1                  130
o41ai_2                 240
xnor2_1                 160
clkdlybuf4s50_1         500
area by class of cell:
class,instances,area (µm²)
fill,367,2136
inverter,4,15.01
multi-input combinational,96,726.9
tap,46,57.56
timing repair buffer,48,480.5
worst paths after layout:
path / startpoint / end / depth (start not counted) / slack [ps]
max: in1[0] / out[12] / 9 / 2060
min: in2[0] / out[0] / 3 / 4190
Yosys cell counts:
cell	number	area [µm²]
a311oi_2	1	15.01
xnor2_1	10	87.58
a21oi_1	17	85.08
a2bb2oi_1	1	8.760
inv_1	3	11.26
o21bai_1	2	15.01
a21o_4	1	15.01
xor2_1	5	43.79
a211o_1	1	8.760
fa_1	1	20.02
or2_2	1	6.260
clkbuf_1	1	3.750
o211ai_1	3	22.52
o22ai_1	1	6.260
mux2i_1	1	10.01
a31oi_1	1	6.260
o41ai_2	1	16.27
a21o_1	2	15.01
nand3_1	5	25.02
nor2_1	5	18.77
nor2b_1	1	6.260
o21ai_0	6	30.03
clkinv_1	1	3.750
o21ai_1	1	5.000
nor3_1	3	15.01
and3_1	1	6.260
a211oi_2	1	12.51
ha_1	15	187.7
nand2_1	8	30.03
a311oi_1	1	8.760
No activity file was given, so power comes from the tool's default toggle rates.
